### flow/run.sh
#!/bin/bash
# OpenROAD 26Q1-2900-gdf79404cd8, Yosys 0.63+post, stock flow scripts
make -C /OpenROAD-flow-scripts/flow DESIGN_CONFIG=/design/flow/config.mk WORK_HOME=/design/flow/orfs finish
### flow/config.mk
export PLATFORM = sky130hd
export DESIGN_NAME = divfreq2
export DESIGN_NICKNAME = divfreq2
export VERILOG_FILES = /design/flow/design.v
export SDC_FILE = /design/flow/constraint.sdc
export NUM_CORES = 4
export LEC_CHECK = 1
export CORE_AREA = 10 10 87 87
export DIE_AREA = 0 0 97 97
export SYNTH_HDL_FRONTEND = slang
### flow/constraint.sdc
current_design divfreq2

set clk_period 3.5
set clk_io_pct 0.2

create_clock -name clk0 -period $clk_period [get_ports {CLK}]

set non_clock_inputs [all_inputs -no_clocks]
set_input_delay [expr $clk_period * $clk_io_pct] -clock clk0 $non_clock_inputs
set_output_delay [expr $clk_period * $clk_io_pct] -clock clk0 [all_outputs]
### flow/design.v
module Final_Project(
	input CLK,Reset,Load,
	input reg [3:0]Data_in_ten_digit,Data_in_unit_digit,
	output reg COM,COM2,COM3,COM4,
	output reg[3:0] COMM,
	output reg[6:0] Seg,
	output reg[7:0] Data_R,Data_G,Data_B,
	output reg beeper
);
	integer N;
	reg[1:0] com;
	reg[2:0] cnt;
	reg[3:0] out,random1,random2,ten_digit,unit_digit,ten_digit_count,unit_digit_count;
	wire CLK_div,CLK_div2,CLK_div3;
	divfreq F0(CLK,CLK_div);
	divfreq F1(CLK,CLK_div2);
	divfreq F2(CLK,CLK_div3);
	initial
		begin
			random1 = (5*random1 + 3)% 16;
			ten_digit = random1 % 10;
			random2 = (5*(random2+2) + 3) % 16;
			unit_digit = random2 % 10;
			Seg = 7'b0000001;
			COM = 1'b0;
			cnt = 0;
			Data_R = 8'b11111111;
			Data_G = 8'b11111111;
			Data_B = 8'b11111111;
			COMM = 4'b1000;
			beeper = 0;
		end
	parameter logic [7:0] N_Char [7:0] =
		 '{8'b00000000,
		   8'b11111101,
		   8'b11111011,
		   8'b11110111,
		   8'b11101111,
		   8'b11011111,
		   8'b10111111,
		   8'b00000000};
	parameter logic [7:0] Y_Char [7:0] =
		 '{8'b01111111,
		   8'b10111111,
		   8'b11011111,
		   8'b11100000,
		   8'b11100000,
		   8'b11011111,
		   8'b10111111,
		   8'b01111111};
	always@(CLK_div3)
		begin
			if(Reset == 1)
				begin
					random1 = (5*random1 + 3)% 16;
					ten_digit = random1 % 10;
					random2 = (5*(random2+2) + 3) % 16;
					unit_digit = random2 % 10;
				end
		end
	always@(posedge CLK)
		begin
			if(Reset == 1)
				ten_digit_count = 4'b0000;
			else if(Load == 1)
				ten_digit_count = Data_in_ten_digit;
			else
				ten_digit_count = ten_digit_count;
		end
	always@(posedge CLK)
		begin
			if(Reset == 1)
				unit_digit_count = 4'b0000;
			else if(Load == 1)
				unit_digit_count = Data_in_unit_digit;
			else
				unit_digit_count = unit_digit_count;
		end
	always@(posedge CLK_div3)
		begin
			if(Reset)
				begin
					if(com==2'b11)
						com=2'b00;
					else
						com=com+1;
					case(com)
						2'b00:
						begin
							COM=0;
							COM2=1;
							COM3=1;
							COM4=1;
							out = 4'b0000;
						end
						2'b01:
						begin
							COM=1;
							COM2=0;
							COM3=1;
							COM4=1;
							out = 4'b0000;
						end
						2'b10:
						begin
							COM=1;
							COM2=1;
							COM3=0;
							COM4=1;
							out = 4'b1001;
						end
						2'b11:
						begin
							COM=1;
							COM2=1;
							COM3=1;
							COM4=0;
							out = 4'b1001;
						end
					endcase
				end
			else
				begin
					if(com==2'b11)
						com=2'b00;
					else
						com=com+1;
					case(com)
						2'b00:
						begin
							COM=0;
							COM2=1;
							COM3=1;
							COM4=1;
							if((ten_digit_count < ten_digit) ||((ten_digit_count == ten_digit) && (unit_digit_count < unit_digit)))
								out = ten_digit_count;
							else
								out = 4'b0000;
						end
						2'b01:
						begin
							COM=1;
							COM2=0;
							COM3=1;
							COM4=1;
							if((ten_digit_count < ten_digit) ||((ten_digit_count == ten_digit) && (unit_digit_count < unit_digit)))
								out = unit_digit_count;
							else
								out = 4'b0000;
						end
						2'b10:
						begin
							COM=1;
							COM2=1;
							COM3=0;
							COM4=1;
							if((ten_digit_count > ten_digit) ||((ten_digit_count == ten_digit) && (unit_digit_count > unit_digit)))
								out = ten_digit_count;
							else
								out = 4'b1001;
						end
						2'b11:
						begin
							COM=1;
							COM2=1;
							COM3=1;
							COM4=0;
							if((ten_digit_count > ten_digit) ||((ten_digit_count == ten_digit) && (unit_digit_count > unit_digit)))
								out = unit_digit_count;
							else
								out = 4'b1001;
						end
					endcase
				end
		case({out})
			4'b0000:Seg = 7'b0000001;
			4'b0001:Seg = 7'b1001111;
			4'b0010:Seg = 7'b0010010;
			4'b0011:Seg = 7'b0000110;
			4'b0100:Seg = 7'b1001100;
			4'b0101:Seg = 7'b0100100;
			4'b0110:Seg = 7'b0100000;
			4'b0111:Seg = 7'b0001111;
			4'b1000:Seg = 7'b0000000;
			4'b1001:Seg = 7'b0000100;
			default:Seg = 7'b0000001;
		endcase
	end
	always@(posedge CLK_div)
		begin
			if(cnt >= 7)
				cnt = 0;
			else
				cnt = cnt + 1;
			COMM = {1'b1, cnt};
			if((ten_digit_count == ten_digit) && (unit_digit_count == unit_digit))
				begin
					Data_R = 8'b11111111;
					Data_G = Y_Char[cnt];
					beeper = 1;
				end
			else
				begin
					Data_G = 8'b11111111;
					Data_R = N_Char[cnt];
					beeper = 0;
				end
		end
endmodule
module divfreq(input CLK,output reg CLK_div);
	reg[24:0] Count;
	always@(posedge CLK)
		begin
			if(Count > 25000)
				begin
					Count <= 25'b0;
					CLK_div <= ~CLK_div;
				end
			else
				Count <= Count + 1'b1;
		end
endmodule
module divfreq2(input CLK,output reg CLK_div2);
	reg[24:0] Count;
	always@(posedge CLK)
		begin
			if(Count > 2500)
				begin
					Count <= 25'b0;
					CLK_div2 <= ~CLK_div2;
				end
			else
				Count <= Count + 1'b1;
		end
endmodule
module divfreq3(input CLK,output reg CLK_div3);
	reg[24:0] Count;
	always@(posedge CLK)
		begin
			if(Count > 25000000)
				begin
					Count <= 25'b0;
					CLK_div3 <= ~CLK_div3;
				end
			else
				Count <= Count + 1'b1;
		end
endmodule
==> out/qor.yml <==
worst_setup_path:
  r2r-end: "CLK_div2$_DFFE_PN_"
  endpoint_kind: "flip-flop"
  r2r-start: "Count[0]$_SDFF_PN0_"
  critical_path_buf_inv_count: 2
  crit_path_cell_trace: "inv_1 -> ha_1 -> inv_1 -> a2111oi_4 -> o311ai_4"
  crit_top_cell: "inv_1"
  required_ns: 3.41
  crit_family: "AND-OR/OR-AND gates"
  crit_type: "reg -> reg"
  r2r_cells: 5
  crit_slowest_cell: "o311ai_4"
  path_max_fanout: 13
  r2r_slack_ns: 1.56
  slowest_delay_ns: 0.73
  cp.arrival_ns: 1.85
  start_kind: "flip-flop"
finish:
  final_cell_mix: "dfxtp_1, conb_1, inv_1, nor2_2, xnor2_1"
  final_layout_size_suffix_gt1_share_pct: 18.2
  regArea_um2: 531
  areaGrowthSynthToFinish_pct: 21.3
  fin_cells: 171
  nFillCells: 593
  fin_area_mm2: 0.00114
  layout.cells.most_common: "dfxtp_1"
  logic_area_um2: 414
  fin_util_pct: 20.2
flow_run:
  maxCapViolCount: 0
  warnings: 26
drt:
  via_per_inst: 3.05
  vias: 522
  postRouteAntennaNets: 0
  drc_errors: 0
  n_antenna_cell: 0
  drt-pass1-iter-count: 3
  wl_mm: 1.17
  post_drt_wl_per_cell_um: 6.81
  drtIter0Drc: 61
grt:
  grt_max_degree: 16
  grtUsageTotal_pct: 2.28
  grt_pass1_wl_mm: 1.95
  antenna_found_initial: 0
  first_global_vias: 453
  overflow: 0
min_path:
  worstHoldStart: "Count[0]$_SDFF_PN0_"
  hold_path_end: "Count[0]$_SDFF_PN0_"
  whs_path_depth: 1
  hp-class: "reg -> reg"
cts:
  cts_tree: "built"
  h-tree-depth: 1
  clock_path_buffers: 2
  cts_hold_buf: 0
  cts.sinks: 26
  cts.reportedPaths.clkPinSlew_ns: 0.09
  postCtsResizedCells: 0
  root_buffer: "clkbuf_8"
  postCtsSetupBuffers: 0
  clk_latency_ns: 0.27
  numCtsBuffers: 3
floorplanning:
  die-width_um: 97
  fp.dieH_um: 97
  chip_area_mm2: 0.00941
  ios: 2
  fp-utilization_pct: 16.7
  coreArea_mm2: 0.00564
  rows: 27
placement:
  placed_cells: 167
  io_buffers: 1
  place_ws_ns: 1.55
  placed_area_mm2: 0.00107
  dp_hpwl_um: 838
  place_congestion: 0.718
synthesis:
  flop_cell: "dfxtp_1"
  syn-cell-area_um2: 941
  topCellsByArea: "dfxtp_1, xnor2_1, nor2_2, edfxtp_1, inv_1"
  ys_seq_share_pct: 56.4
  ys_cells: 83
  yosysTopAreaCell: "dfxtp_1"
  async_reset_ff_share_pct: 0
  synthCells: 83
  edf_count: 1
  avgSynthCellArea_um2: 11.3
  ys_area_um2: 941
  synth_top_area_share_pct: 53.2
  yosysUniqueCellTypes: 23
  ys_seq_elements: 26
  yosys_warnings: 0
pwr:
  clock_power_share_pct: 41.0
  pwr-share-comb_pct: 0.4
  seqPwrFrac_pct: 58.5
  p_sw_uw: 94.5
  p_sw_share_pct: 18.0
  intPower_uw: 430
  irDropWorstVdd_mv: 0.159
  power_leakage_nw: 0.374
  total_power_uw: 525
  power_density_mw_per_mm2: 460
timing:
  skew_ns: 0.00486
  whs_ns: 0.500
  max_freq_ghz: 0.514
  worst_slew_pin_slew_ns: 0.802
  min_period_over_period_pct: 55.6
  rsz0062_at_grt: "false"
  fin_crit_ns: 1.94
  hold_violations: 0
  tns_ns: 0
  slew-limit-headroom_pct: 46.4
  fin_ws_ns: 1.56
  slew_viol_final: 0
  final-setup-viol-count: 0
status:
  status: "finished, final reports clean"
worst max-delay path by stage:
stage | from | to | slack [ns] | cells after the start
final | Count[0]$_SDFF_PN0_ | CLK_div2$_DFFE_PN_ | 1.56 | 5
after global routing | Count[0]$_SDFF_PN0_ | CLK_div2$_DFFE_PN_ | 1.46 | 5
after CTS | Count[0]$_SDFF_PN0_ | CLK_div2$_DFFE_PN_ | 1.53 | 5
synthesized netlist by cell type (2+ instances only):
master   instances
nor4_1           2
dfxtp_1         25
nor3_1           5
nor2_2           8
nand3_2          2
ha_1             2
nand2_1          2
nand3_1          3
inv_1            8
xnor2_1          8
nor2_1           5
xor2_1           2
state kept, by name, indices dropped and copies added, names as in the netlist:
name	flops
Count	25
CLK_div2	1
cells by family (layout without fill, tap and decap cells):
| kind of cell | Yosys count | in the layout | synth area share, % |
|---|---|---|---|
| compound gates | 3 | 3 | 6.25 |
| xor+xnor | 10 | 10 | 9.31 |
| fa+ha+maj | 2 | 2 | 2.66 |
| buf+inv | 9 | 13 | 4.39 |
| flops | 26 | 26 | 56.4 |
| other cells | 1 | 13 | 0.399 |
| simple gates | 32 | 32 | 20.6 |
final cells by class:
type	count	share of cell area, %
sequential	26	46.5
clock buffer	4	5.81
inverter	8	2.63
multi-input combinational	60	36.3
tap	72	7.89
timing repair buffer	1	0.877
power groups by stage:
stage	combinational, mW	sequential [mW]	clock [mW]
4_1_cts	0.00237	0.307	0.220
5_1_grt	0.00288	0.308	0.235
6_report	0.00225	0.307	0.215
metal layers:
metal | vias to the layer above | part of all wire [%] | GRT usage, %
li1 | 289 | - | -
met1 | 229 | 51 | 3.01
met2 | 2 | 44 | 3.48
met3 | 2 | 1.3 | 0.430
met4 | 0 | 3.4 | 1.13
met5 | - | 0 | 0
No activity file was given, so power comes from the tool's default toggle rates.
